===== flow/config.mk =====
export PLATFORM = sky130hd
export DESIGN_NAME = WSPEArray
export DESIGN_NICKNAME = WSPEArray
export VERILOG_FILES = /design/flow/design.v
export SDC_FILE = /design/flow/constraint.sdc
export NUM_CORES = 4
export LEC_CHECK = 1
export CORE_UTILIZATION = 50

===== flow/constraint.sdc =====
current_design WSPEArray

set clk_period 20.0
set clk_io_pct 0.2

create_clock -name clk0 -period $clk_period [get_ports {clk}]

set non_clock_inputs [all_inputs -no_clocks]
set_input_delay [expr $clk_period * $clk_io_pct] -clock clk0 $non_clock_inputs
set_output_delay [expr $clk_period * $clk_io_pct] -clock clk0 [all_outputs]

===== flow/design.v =====
module WSPE (clk, rstnPsum, rstnPipe, ipA, ipB, ipPsum, opA, opPsum);
input clk, rstnPipe, rstnPsum;
input [31:0] ipA, ipB, ipPsum;
output reg [31:0] opA, opPsum;
wire [31:0] opPsum_wire = ipA * ipB + ipPsum;
always @(posedge clk) begin
	if (rstnPipe == 1'b0) begin
	opA <= 32'b0;
	end
else begin
	opA <= ipA;
	end
end
always @(posedge clk) begin
	if (rstnPsum == 1'b0) opPsum <= 32'b0;
	else opPsum <= opPsum_wire;
end
endmodule
module WSPEArray (clk, rstnPsum, rstnPipe, ipA0, ipA1, ipA2, ipA3, ipPsum0, ipPsum1, ipPsum2, ipPsum3, ipB00, ipB01, ipB02, ipB03, ipB10, ipB11, ipB12, ipB13, ipB20, ipB21, ipB22, ipB23, ipB30, ipB31, ipB32, ipB33, opC30, opC31, opC32, opC33);
input clk, rstnPipe;
input [15:0] rstnPsum;
input [31:0] ipA0, ipA1, ipA2, ipA3, ipPsum0, ipPsum1, ipPsum2, ipPsum3, ipB00, ipB01, ipB02, ipB03, ipB10, ipB11, ipB12, ipB13, ipB20, ipB21, ipB22, ipB23, ipB30, ipB31, ipB32, ipB33;
output [31:0] opC30, opC31, opC32, opC33;
reg [31:0] ipA1_d1, ipA2_d1, ipA2_d2, ipA3_d1, ipA3_d2, ipA3_d3;
reg [31:0] ipPsum1_d1, ipPsum2_d1, ipPsum2_d2, ipPsum3_d1, ipPsum3_d2, ipPsum3_d3;
always @(posedge clk) begin
	if (!rstnPipe) begin
		ipA1_d1 <= 32'b0;
		ipA2_d1 <= 32'b0;
		ipA2_d2 <= 32'b0;
		ipA3_d1 <= 32'b0;
		ipA3_d2 <= 32'b0;
		ipA3_d3 <= 32'b0;
		ipPsum1_d1 <= 32'b0;
		ipPsum2_d1 <= 32'b0;
		ipPsum2_d2 <= 32'b0;
		ipPsum3_d1 <= 32'b0;
		ipPsum3_d2 <= 32'b0;
		ipPsum3_d3 <= 32'b0;
	end else begin
		ipA1_d1 <= ipA1;
		ipA2_d1 <= ipA2;
		ipA3_d1 <= ipA3;
		ipA2_d2 <= ipA2_d1;
		ipA3_d2 <= ipA3_d1;
		ipA3_d3 <= ipA3_d2;
		ipPsum1_d1 <= ipPsum1;
		ipPsum2_d1 <= ipPsum2;
		ipPsum3_d1 <= ipPsum3;
		ipPsum2_d2 <= ipPsum2_d1;
		ipPsum3_d2 <= ipPsum3_d1;
		ipPsum3_d3 <= ipPsum3_d2;
	end
end
wire [31:0] opPsum00, opPsum01, opPsum02, opPsum03;
wire [31:0] opPsum10, opPsum11, opPsum12, opPsum13;
wire [31:0] opPsum20, opPsum21, opPsum22, opPsum23;
wire [31:0] opA00, opA01, opA02, opA03;
wire [31:0] opA10, opA11, opA12, opA13;
wire [31:0] opA20, opA21, opA22, opA23;
wire [31:0] opA30, opA31, opA32, opA33;
WSPE wspe00 (clk, rstnPsum[00], rstnPipe, ipA0,    ipB00, ipPsum0,     opA00, opPsum00);
WSPE wspe01 (clk, rstnPsum[01], rstnPipe, opA00,   ipB01, ipPsum1_d1,  opA01, opPsum01);
WSPE wspe02 (clk, rstnPsum[02], rstnPipe, opA01,   ipB02, ipPsum2_d2,  opA02, opPsum02);
WSPE wspe03 (clk, rstnPsum[03], rstnPipe, opA02,   ipB03, ipPsum3_d3,  opA03, opPsum03);
WSPE wspe10 (clk, rstnPsum[04], rstnPipe, ipA1_d1, ipB10, opPsum00,    opA10, opPsum10);
WSPE wspe11 (clk, rstnPsum[05], rstnPipe, opA10,   ipB11, opPsum01,    opA11, opPsum11);
WSPE wspe12 (clk, rstnPsum[06], rstnPipe, opA11,   ipB12, opPsum02,    opA12, opPsum12);
WSPE wspe13 (clk, rstnPsum[07], rstnPipe, opA12,   ipB13, opPsum03,    opA13, opPsum13);
WSPE wspe20 (clk, rstnPsum[08], rstnPipe, ipA2_d2, ipB20, opPsum10,    opA20, opPsum20);
WSPE wspe21 (clk, rstnPsum[09], rstnPipe, opA20,   ipB21, opPsum11,    opA21, opPsum21);
WSPE wspe22 (clk, rstnPsum[10], rstnPipe, opA21,   ipB22, opPsum12,    opA22, opPsum22);
WSPE wspe23 (clk, rstnPsum[11], rstnPipe, opA22,   ipB23, opPsum13,    opA23, opPsum23);
WSPE wspe30 (clk, rstnPsum[12], rstnPipe, ipA3_d3, ipB30, opPsum20,    opA30, opC30);
WSPE wspe31 (clk, rstnPsum[13], rstnPipe, opA30,   ipB31, opPsum21,    opA31, opC31);
WSPE wspe32 (clk, rstnPsum[14], rstnPipe, opA31,   ipB32, opPsum22,    opA32, opC32);
WSPE wspe33 (clk, rstnPsum[15], rstnPipe, opA32,   ipB33, opPsum23,    opA33, opC33);
endmodule

===== flow/run.sh =====
#!/bin/bash
# OpenROAD 26Q1-2900-gdf79404cd8, Yosys 0.63+post, stock flow scripts
make -C /OpenROAD-flow-scripts/flow DESIGN_CONFIG=/design/flow/config.mk WORK_HOME=/design/flow/orfs finish

==> run notes <==
Implementation numbers.

- Per STA, the library cell used most along the worst path is fa_1.
- The violation count after the first detailed-route iteration is 8050.
- Summed over all layers, the global routing overflow is 0.
- A synthesized cell averages 9.20 um2.
- The launch point of the worst min-delay path is recorded as ipA3_d2[21].
- The power density over the cells is 104 mW/mm2.
- The finished layout holds 41.0k standard cells, fillers aside.
- The via count of the first global-routing pass is 230k.
- Per STA, the highest per-stage delay on the worst path measures 0.87 ns.
- Per the OpenROAD floorplan log, the area of the core is 0.598 mm2.
- TritonCTS created 172 clock buffers.
- For reference, the final report shows the max-slew violation count at 0.
- The internal power component is 0.0162 W.
- The yosys synthesis warning count is 2.
- After floorplanning, the core was divided into 284 placement rows.
- The type of the worst setup path is primary input to register.
- The reported max-cap violation count is 0.
- Per the post-route antenna check, the number of violating nets is 0.
- The path depth of the worst reg2reg path is 26.
- The reg-to-reg endpoint is wspe12.opPsum[29].
- The vertical die dimension is 777 um.
- The cell total after placement is 40.6k.
- The sum of net half-perimeters after detailed placement is 677000 um.
- In the Yosys stats the netlist draws on 91 distinct library cells.
- The length of routed met2 wiring is 401000 um.
- The sequential fraction of design power is 10.0%.
- The core occupancy in the finished layout is 54.1%.
- The routed length per placed instance is 20.6 um.
- The power report attributes to the combinational group a share of 80.3%.
- The H-tree was split into 4 levels.
- The OpenROAD report gives the critical path a data arrival time of 11.78 ns.
- The worst path meets setup with 9.04 ns of slack.
- STA classifies the critical path startpoint as a primary input.
- The first-pass iteration count of the detailed router is 30.
- The number of clock sinks came to 1280.
- The number of buffers and inverters on the critical path is 7.
- The relative slew slack is 27.4%.
- Of the total power, the share spent switching nets is 51.7%.
- The class of the most critical hold timing path is register to register.
- The maximum number of pins on one net before global-route repair is 105.
- Port buffering added 913 buffers.
- Endpoints with negative setup slack in the final report add up to 0.
- The root buffer cell chosen for the clock tree is clkbuf_16.
- Setup repair after global routing left no endpoint under its margin.
- In the CTS report, the clock slew at the register clock pins of the worst setup and hold paths is listed as 0.07 ns.
- The mean number of vias per cell is 5.03.
- The largest individual stage delay along the critical path comes from the cell clkdlybuf4s50_1.
- Routability-driven placement finished with a final weighted congestion of 0.953.
- The synthesis-to-layout area growth is 7.93%.
- Synthesis produced 32.6k cells.
- Per Yosys stat, the portion of area used by sequential elements is 8.54%.
- For this run, asynchronously set or reset flops after synthesis account for 0%.
- The final layout contains routed wiring with a total length of 845000 um.
- The capturing element type of the critical path is a register.
- The netlist area before placement is 0.300 mm2.
- The report gives the cell count of the worst hold path as 1.
- The first global-routing pass estimated 1350000 um of wire.
- The number of synthesized register bits is 1280.
- The top flip-flop cell by instance count after synthesis is dfxtp_1.
- The via total after detailed routing is 206k.
- The most common logic cell in the final layout is inv_1.
- The static leakage is 162 nW.
- The worst hold endpoint is ipA3_d3[21].
- Once the clock tree was built, the setup fixing pass inserted 0 buffers.
- Routed signal wires occupy layers up through met5.
- After clock tree synthesis, the repair step resized 0 gates.
- In this run the deepest clock path goes through 4 buffers.
- The count of final hold-check violations is 0.
- The post-route netlist has 2.88% of its cells at a drive strength greater than 1.
- In this build the clock could be raised as far as 91.2 MHz.
- The count of library flops with an enable pin is 0.
- The worst setup skew after layout is 0.0782 ns.
- In this design, the largest share of critical-path delay is due to adder cells.
- The run finished with clean final reports.
- Summing the areas of all compound-gate instances in the mapped netlist gives 2.33% of the synthesized area.
- Multiplexer cells account for 0.0133% of the synthesized area.
- The met3 routed wirelength is 86900 um.
- The starting density of the core is 50.2%.
- The total routed wire length on the met1 layer is 324000 um.
- The final clock period utilization by the worst path is 54.8%.
- After detailed routing, the number of remaining DRC violations is 0.
- The largest combinational cell category by area is adder cells.
- The biggest fanout along the worst timing path is 26.
- The measured slew at the worst slew-check pin is 1.08 ns.
- Per the cell usage report, the commonest logic cells after layout are inv_1, fa_1, and2_1, nand2_1, ha_1.
- Before CTS, the worst setup slack after placement is 8.05 ns.
- The post-synthesis share of cell area spent on full adders, half adders and majority gates is 55.0%.
- STA reports a reg2reg setup slack of 12.16 ns.
- Per the synthesis report, the simple-gate share of the synthesized area is 18.3%.
- The initial antenna violation count is 137.
- The launch point of the worst reg-to-reg path is wspe11.opA[18].
- The global routing report lists combined usage of all routing layers as 31.8%.
- The chip area line in the Yosys stat output reads 0.300 mm2.
- The total I/O pin count is 914.
- The floorplan step defined a die boundary enclosing 0.603 mm2.
- The floorplan step set the die width to 777 um.
- The post-synthesis share of cell area spent on xor and xnor gates is 3.90%.
- Setup total negative slack on the finished layout was measured at 0 ns.
- The critical path endpoint has a required time of 20.82 ns.
- Summing over the stages, the warning tally comes to 30.
- TritonCTS built the clock tree.
- The post-cts hold-fix buffer tally is 0.
- The later pin in the worst-skew pair is clocked with a latency of 0.98 ns.
- The switching power is 0.0174 W.
- The part of the power in the clock network is 9.7%.
- The peak supply drop is 0.541 mV.
- For the finished layout, the period the worst path requires is 10.96 ns.
- In the Yosys report the total cell count is 32.6k.
cells by family (layout without fill, tap and decap cells):
kind of cell	count (synthesis)	after routing
DFF	1280	1280
AOI/OAI and AO/OA	1062	1062
muxes	4	4
and+or+nand+nor	10400	10400
other	0	72
xor gates and xnor gates	1336	1336
buffers and inverters	9491	9754
adders and majority gates	8992	8992
metal layers:
metal,up-vias,GRT usage [%]
met2,7259,48.9
met5,-,0.261
met4,56,9.51
li1,92900,-
met1,105000,44.0
met3,1327,12.8
power by group through the flow:
stage | clock (W) | combinational (W) | sequential, W
4_1_cts | 0.00336 | 0.0275 | 0.00339
6_report | 0.00325 | 0.0270 | 0.00338
5_1_grt | 0.00345 | 0.0310 | 0.00341
worst max path at each step:
stage,from,to,cells after the start
finish,ipB12[6],wspe12.opPsum[29],27
global route,ipB12[6],wspe12.opPsum[29],27
CTS,ipB12[6],wspe12.opPsum[29],27
area by class of cell:
type                       count  area (um2)
antenna                       72         180
clock buffer                 204        4620
clock inverter               109        1210
fill                       53800      274000
inverter                    7934       29800
multi-input combinational  21800      239000
sequential                  1280       25600
tap                         8008       10000
timing repair buffer        1507       13600
stage by stage:
step | hold slack [ns] | area [um2] | total power [W]
detailed placement | 0.417 | 318000 | 0.0307
CTS | 0.429 | 324000 | 0.0342
global placement | 0.414 | 318000 | 0.0307
global route | 0.437 | 324000 | 0.0379
finish | 0.426 | 324000 | 0.0336
floorplan | 0.412 | 300000 | 0.0228
synth_stat cells (152+ instances only):
cell type  count  area, um2
clkbuf_1    1548       5810
o21ai_0      161        806
ha_1        1984      24800
a21oi_1      317       1590
nand2_1     3879      14600
xnor2_1     1017       8910
dfxtp_1     1280      25600
a21o_1       152       1140
fa_1        7008     140000
inv_1       7933      29800
xor2_1       319       2790
and2_1      5849      36600
nor2_1       274       1030
worst reg2reg max path, stage by stage (launching register included):
cell	delay, ns
dfxtp_1	0.84
and2_1	0.26
fa_1	0.44
fa_1	0.52
fa_1	0.50
inv_1	0.08
fa_1	0.53
inv_1	0.05
fa_1	0.49
inv_1	0.05
fa_1	0.53
inv_1	0.05
fa_1	0.48
inv_1	0.05
fa_1	0.47
inv_1	0.04
ha_1	0.34
a21o_1	0.18
a21o_1	0.19
a2111o_1	0.41
a211oi_1	0.33
o311ai_1	0.19
nand4_1	0.16
nand2b_1	0.07
a21oi_1	0.18
xnor2_1	0.09
and2_1	0.16
Power figures rest on the tool's default switching activity, not on a simulated workload.
