==> /design/flow/design.v <==
module MockSRAM (clk, cs, we, addr, din, dout);
    parameter DEPTH      = 16;
    parameter ADDR_WIDTH = 4;
    parameter DATA_WIDTH = 8;
    input clk;
    input cs;
    input we;
    input [ADDR_WIDTH-1:0] addr;
    input [DATA_WIDTH-1:0] din;
    output [DATA_WIDTH-1:0] dout;
    reg [DATA_WIDTH-1:0] memory [0:DEPTH-1];
    reg [DATA_WIDTH-1:0] tmp_data;
    integer i;
    always @ (posedge clk) begin
        if (cs & ~we) begin
            tmp_data <= memory[addr];
        end
        else if (cs & we) begin
            memory[addr] <= din;
        end
    end
    assign dout = (cs & ~we) ? tmp_data : 'hz;
endmodule
==> /design/flow/run.sh <==
#!/bin/bash
# OpenROAD 26Q1-2900-gdf79404cd8, Yosys 0.63+post, stock flow scripts
make -C /OpenROAD-flow-scripts/flow DESIGN_CONFIG=/design/flow/config.mk WORK_HOME=/design/flow/orfs finish
==> /design/flow/config.mk <==
export PLATFORM = sky130hd
export DESIGN_NAME = MockSRAM
export DESIGN_NICKNAME = MockSRAM
export VERILOG_FILES = /design/flow/design.v
export SDC_FILE = /design/flow/constraint.sdc
export NUM_CORES = 4
export LEC_CHECK = 1
export CORE_UTILIZATION = 40
==> /design/flow/constraint.sdc <==
current_design MockSRAM

set clk_period 2.3
set clk_io_pct 0.2

create_clock -name clk0 -period $clk_period [get_ports {clk}]

set non_clock_inputs [all_inputs -no_clocks]
set_input_delay [expr $clk_period * $clk_io_pct] -clock clk0 $non_clock_inputs
set_output_delay [expr $clk_period * $clk_io_pct] -clock clk0 [all_outputs]
==> git commit body <==
Store results of the implementation flow

- The worst hold path begins at memory[8][7].
* Reg2Reg Depth: 3
- Per the post-CTS timing run, clock transition at the registers of the reported paths is 0.05 ns.
- Final count of negative-setup-slack endpoints: 0
- The warning tally printed by Yosys for this design is 2.
- Antenna Violating Nets Remaining: 0
- Along the worst path, the maximum fanout reaches 29.
- Number of slew-limit violations in the final report: 0
- The CTS report gives the tree buffer count as 17.
- # Max-Cap Violations: 0
* Instance tally after logic synthesis: 234
* Clk Tree Root Cell: sky130_fd_sc_hd__clkbuf_16
- The flow ran to the end, and the final reports show no timing, DRC or antenna violations.
- On the final layout, the worst hold slack is 0.7413 ns.
- Max rail drop VDD: 663.9 uV
- The tree built by TritonCTS fans out to 136 sinks.
- Number of vias after detailed routing: 2,418
- Number of port buffers: 22
* Via density per instance: 5.167
- The number of global-route vias before repair was 2,676.
- Post-layout power: 0.005495 W
- Final hold viol count: 0
- Data arrival time at the worst-slack endpoint: 2.04 ns
- According to the floorplan report, the die height is 116.4 um.
- Worst hold path cell count: 3
* Cell area power density: 867.7 nW/um^2
- Area contributors post-synth: sky130_fd_sc_hd__edfxtp_1, sky130_fd_sc_hd__mux4_1, sky130_fd_sc_hd__mux4_2
- Note, the detailed placer reported a final HPWL of 6235 um.
- Post-route DRC violation count: 0
- In the finished design, the share of the clock period the worst path needs comes to 83.83%.
- The worst path needs 1.928 ns of the cycle, external delays included.
* Post-CTS resize count: 0
* Layout cell share with drive strength beyond 1: 21.28%
* Launching point of the worst reg2reg path: memory[1][4]
- The chip area line in the Yosys stat output reads 5238 sq um.
- Counting along the longest clock path gives a buffer depth of 2.
- Of all flip-flops after synthesis, the portion carrying an async set or reset was 0%.
- Avg Cell Area, Syn: 22.38 sq um
* Summed instance area of the synthesized netlist: 5238 sq um
- R2r endpoint: tmp_data[4]
* Top cell type's share of synthesized area: 77.97%
- Final std cells w/o fill: 468
* Number of levels in the clock H-tree: 4
- In the Yosys report the total cell count is 234.
- Antenna repair during routing inserted a diode count of 0.
- Total die size: 13,560 sq um
- The total area inside the core boundary comes to 12,670 sq um.
- The min-delay analysis places its worst path in the category reg -> reg.
- Placer Congestion: 0.7622
- Total global routing track utilization: 17.20%
* Least-Margin Pin Slew: 0.6096 ns
- Register share after synthesis: 77.97%
* Number of ports placed on the die boundary: 23
- Final WL: 9560 um
* Number of synthesized flops with an enable pin: 136
* CTS tree: yes
* Iteration-0 DRC Markers: 173
- The first global-routing pass estimated 14,980 um of wire.
- Type of element launching the critical path: primary input
- Area added between synthesis and finish: 20.93%
- First-pass DRT Iterations: 4
- FP Core Util: 41.34%
* Relative max-transition margin: 59.28%
- Entering global routing, the biggest net connects 30 pins.
- From left edge to right edge, the die measures 116.4 um.
- Achievable Freq: 518.7 MHz
- Worst Hold End: tmp_data[7]
* Leftover overflow at the end of global routing: 0
* Leakage power of the design: 2.083 nW
* Clk latency late pin: 0.41 ns
- Inst Count DP: 437
- Number of buffers inserted to repair setup after CTS: 0
* Prevailing post-synth register cell: sky130_fd_sc_hd__edfxtp_1
- RSZ-0062 raised after global routing: no
- Commonest cells in the synthesized netlist: sky130_fd_sc_hd__edfxtp_1, sky130_fd_sc_hd__a22oi_1, sky130_fd_sc_hd__mux4_1, sky130_fd_sc_hd__mux4_2, sky130_fd_sc_hd__nor2_1
* Tool warnings: 25
- Among all cell types in the netlist, the one instantiated most often is sky130_fd_sc_hd__edfxtp_1.
* Worst Setup SP: addr[1]
* Worst Skew: 0.008509 ns
* Required time of the worst setup path: 2.41 ns
* Per-cell routed wire length: 20.43 um
- Hold-fix buffers at CTS: 0
- STA classifies the critical path endpoint as a flop.
- Row generation in the floorplan step produced 41 rows.
- Ys flops: 136
- Worst setup path class: in -> reg
* Library cell with the largest summed area after synthesis: sky130_fd_sc_hd__edfxtp_1
- After synthesis, the netlist uses 18 different library cells.
- Worst reg2reg setup slack: 0.72 ns
- The number of antenna violations at the first check in global routing was 0.
==> cell type report <==
class                           instances  area (sq um)
Clock buffer                           18         429.2
Sequential cell                       136          4084
Tap cell                              172         215.2
Timing Repair Buffer                   44         417.9
Multi-Input combinational cell         85          1075
Clock inverter                         13         112.6
Fill cell                            1031          6337
==> where the power goes <==
part           leakage [nW]  internal, W  total (W)  switching, W
Clock                 0.260      0.00155    0.00248      0.000921
Combinational         0.592     0.000115   0.000244      0.000129
Sequential             1.23      0.00277    0.00278    0.00000660
==> logic make-up after synthesis <==
logic type | share of synthesized area (%)
buffers and inverters | 1.505
muxes | 14.91
and+or+nand+nor | 3.321
AOI/OAI and AO/OA | 2.293
DFF | 77.97
==> per-stage QoR <==
step / utilization [%] / worst slack (ns) / setup TNS [ns] / instance area, sq um
2_1_floorplan: - / 0.1179 / 0 / 5238
3_3_place_gp: 45.71 / -0.06432 / -0.5117 / 5792
3_5_place_dp: 45.71 / -0.04497 / -0.3576 / 5792
4_1_cts: 49.99 / 0.3795 / 0 / 6334
5_1_grt: 49.99 / 0.2724 / 0 / 6334
6_report: 49.99 / 0.3719 / 0 / 6334
==> critical path, cell delays in order <==
cell and delay (ns):
sky130_fd_sc_hd__clkdlybuf4s50_1 0.44, sky130_fd_sc_hd__buf_12 0.19, sky130_fd_sc_hd__or3_1 0.45, sky130_fd_sc_hd__nor3_1 0.23, sky130_fd_sc_hd__buf_4 0.24
==> layer usage <==
layer  part of all wire [%]  up-vias  GRT usage [%]
met1                     40     1191          24.70
met3                     11       11          10.10
met2                     48      116          25.52
met5                      0        -              0
li1                       -     1100              -
met4                    1.3        0          2.308
==> worst max path at each step <==
stage,end,slack (ns),cells past startpoint
final,memory[0][6],0.37,5
after global routing,memory[0][0],0.27,5
after CTS,memory[0][6],0.38,5
==> registers in the layout, summed over array words and instances (netlist names) <==
| name | count |
|---|---|
| memory | 128 |
| tmp_data | 8 |
==> placed cells by master (no fill, tap or decap), drive strengths merged <==
cell type / count
nor2b: 3
clkinvlp: 2
or3: 1
a22oi: 16
mux4: 32
nand2b: 2
nand2: 10
clkbuf: 18
nand4b: 2
buf: 23
clkdlybuf4s50: 21
nor2: 13
and2: 1
nand4: 1
bufinv: 2
edfxtp: 136
nor3: 4
clkinv: 9
Power figures rest on the tool's default switching activity, not on a simulated workload.
